[/design/flow/run.sh]
#!/bin/bash
# OpenROAD 26Q1-2900-gdf79404cd8, Yosys 0.63+post, stock flow scripts
make -C /OpenROAD-flow-scripts/flow DESIGN_CONFIG=/design/flow/config.mk WORK_HOME=/design/flow/orfs finish
[/design/flow/config.mk]
export PLATFORM = sky130hd
export DESIGN_NAME = draw
export DESIGN_NICKNAME = draw
export VERILOG_FILES = /design/flow/design.v
export SDC_FILE = /design/flow/constraint.sdc
export NUM_CORES = 4
export LEC_CHECK = 1
export CORE_UTILIZATION = 40
[/design/flow/constraint.sdc]
current_design draw

set clk_period 15.8
set clk_io_pct 0.2

create_clock -name clk0 -period $clk_period [get_ports {pclk}]

set non_clock_inputs [all_inputs -no_clocks]
set_input_delay [expr $clk_period * $clk_io_pct] -clock clk0 $non_clock_inputs
set_output_delay [expr $clk_period * $clk_io_pct] -clock clk0 [all_outputs]
[/design/flow/design.v]
`timescale 1ns / 1ps
module draw(
    input wire rst,
    input wire pclk,
    input wire [11:0] hcount_in,
    input wire hsync_in,
    input wire hblnk_in,
    input wire [11:0] vcount_in,
    input wire vsync_in,
    input wire vblnk_in,
    input wire [11:0] rgb_in,
    input wire detected_flag,
    input wire continuous,
    output reg [11:0] hcount_out,
    output reg hsync_out,
    output reg hblnk_out,
    output reg [11:0] vcount_out,
    output reg vsync_out,
    output reg vblnk_out,
    output reg [11:0] rgb_out,
    output reg nblank_out
    );
    reg [11:0] rgb_out_nxt;
    localparam RECTANGLE_X_POSITION = 100;
    localparam RECTANGLE_Y_POSITION = 100;
    localparam RECTANGLE_HEIGHT = 100;
    localparam RECTANGLE_WIDTH = 100;
    localparam RECTANGLE_COLOUR_NOT_CONTINUOUS = 12'hf_f_0;
    localparam RECTANGLE_COLOUR_CONTINUOUS = 12'h0_0_f;
    localparam CIRCLE_X_POSITION = 500;
    localparam CIRCLE_Y_POSITION = 150;
    localparam CIRCLE_RADIUS = 50;
    localparam CIRCLE_COLOUR_DETECTED = 12'h0_f_0;
    localparam CIRCLE_COLOUR_NOT_DETECTED = 12'hf_0_0;
    always @(posedge pclk) begin
        if (rst) begin
        hcount_out <= 0;
        hsync_out <= 0;
        hblnk_out <= 0;
        vcount_out <= 0;
        vsync_out <= 0;
        vblnk_out <= 0;
        rgb_out <= 0;
        nblank_out <= 0;
        end
        else begin
        hcount_out <= hcount_in;
        hsync_out <= hsync_in;
        hblnk_out <= hblnk_in;
        vcount_out <= vcount_in;
        vsync_out <= vsync_in;
        vblnk_out <= vblnk_in;
        rgb_out <= rgb_out_nxt;
        nblank_out <= !(hblnk_in || vblnk_in);
        end        
    end
    always @* begin
        if (hcount_in >= RECTANGLE_X_POSITION
            && hcount_in < (RECTANGLE_X_POSITION + RECTANGLE_WIDTH)
            && vcount_in >= RECTANGLE_Y_POSITION
            && vcount_in <= (RECTANGLE_Y_POSITION+RECTANGLE_HEIGHT)) begin 
            if (continuous) begin
                rgb_out_nxt = RECTANGLE_COLOUR_CONTINUOUS;         
            end
            else begin
                rgb_out_nxt = RECTANGLE_COLOUR_NOT_CONTINUOUS;
            end
        end
        else if ((hcount_in-CIRCLE_X_POSITION)*(hcount_in-CIRCLE_X_POSITION) + (vcount_in-CIRCLE_Y_POSITION)*(vcount_in-CIRCLE_Y_POSITION) <= CIRCLE_RADIUS) begin
            if (detected_flag) begin
                rgb_out_nxt = CIRCLE_COLOUR_DETECTED;
            end
            else begin
                rgb_out_nxt = CIRCLE_COLOUR_NOT_DETECTED;
            end
        end
        else begin
            rgb_out_nxt = rgb_in;  
        end
    end
endmodule
==> results_slide.txt <==
Implementation Results

Setup path
  • Destination of the critical timing path: rgb_out[4]
  • Signal arrival time at the worst endpoint: around 13000 ps
  • Worst Path Required: 16000 ps
  • Worst Setup End Kind: register
  • Crit Path Max Fanout: 14
  • Critical path launch point: vcount_in[1]
  • Worst Path Class, Setup: in -> reg
  • Cell with the most instances on the worst path: sky130_fd_sc_hd__fa_1
  • Critical path's slowest cell: sky130_fd_sc_hd__fa_1
  • Type of element launching the critical path: input port
  • Crit path largest cell delay: 950 ps

Die
  • IO Count: 85
  • Core area: 33700 sq um
  • Vertical die dimension: 187.8 microns
  • Die ar.: roughly 35000 sq um
  • Die W: around 190 microns
  • Number of standard-cell rows in the floorplan: 67
  • Effective utilization at floorplan: 40.96%

Logic synthesis
  • Number of enable-type register cells in the synthesized netlist: 0
  • Area of the mapped netlist: 13800 sq um
  • MUX area fraction: 0.2357%
  • Adder Area Share: 60.50%
  • Number of cell instances after yosys synthesis: 1468
  • Mean instance size in the synthesized netlist: 9.402 sq um
  • Total of warnings raised by yosys: 1
  • Number of instances in the synthesized netlist: 1468
  • Netlist cell types: around 72
  • Primary FF master, synth: sky130_fd_sc_hd__dfxtp_1
  • FF+latch count, synth: 41
  • Yosys simple share: 11.14%
  • Complex-gate fraction of the synthesized area: 6.210%
  • Largest combinational cell category by area: adder cells
  • Synth async-reset ratio: 0%
  • Share of the yosys chip area belonging to registers: 5.947%
  • Post-synthesis chip area from yosys: 13800 sq um
  • Area fraction in xor and xnor cells: under 10%

GRT
  • Vias in the first global route: 10090
  • Initial antenna violation count: 0
  • GRT Overall Usage: 20.27%
  • Remaining global-route overflow: 0
  • Pin count of the biggest net entering global routing: 36
  • First-pass GRT wire length: 52250 microns

Final timing
  • Post-layout period usage of the worst path: 82.35%
  • TNS Setup: 0 ps
  • Worst Max-Slew Pin Slew: 866.3 ps
  • Final slew viol count: 0
  • Setup repair after global routing missed its margin: no
  • Final Hold Fails: 0
  • Headroom to the max-slew limit: 42.05%
  • Fmax: 0.07686 GHz
  • Final setup violation count: 0
  • Final-layout worst hold slack: roughly 3400 ps
  • Post-route minimum period: 13010 ps

Routing
  • Antenna diode instance count: 0
  • Iteration count of the initial detailed-routing pass: 5
  • Number of violations reported at the end of detailed-routing iteration 0: around 470
  • Via density: 4.765
  • Vias: 9491
  • Remaining design rule violation count: 0
  • Total wire length after detailed routing: 31370 microns
  • Uppermost routed layer: met4
  • Routed WL per cell: roughly 16 microns
  • Sum of routed wire segments on met1: 12980 microns
  • DR WL met2: between 15000 and 20000 microns
  • Routed met3 length: 2132 microns
  • ANT nets after route: 0

Clock tree
  • Maximum number of buffers from clock root to sink: 2
  • TritonCTS Buffers: 5
  • Clock tree from TritonCTS: done
  • Clock transition at the registers of the reported paths: 60 ps
  • Sinks on Clock Net: 41
  • Count of cells resized by post-cts repair: 0
  • Htree depth: 2
  • CTS hold repair buffers: 0
  • Post-CTS Setup Bufs: 0
  • CTS Root Buffer Type: sky130_fd_sc_hd__clkbuf_16

Layout
  • Layout filler cell count: 3271
  • Most common cell after layout, fill and taps aside: sky130_fd_sc_hd__inv_1
  • Area growth from synthesis to final layout: 11.27%
  • Most used cells in the layout excluding fill and tap cells: sky130_fd_sc_hd__inv_1 (434), sky130_fd_sc_hd__fa_1 (344), sky130_fd_sc_hd__ha_1 (117)
  • Ratio of cells with drive above 1 in the final layout: 2.979%
  • Non-filler instance count after layout: 1992
  • Utilization after layout: a little under half

Job
  • OpenROAD warning count: 32
  • Max-capacitance violation count: 0

Run status
  • Run status: complete, no violations

Placed design
  • # placed instances: 1985
  • Final RePlAce weighted congestion: 0.9654
  • Detailed placer's ending HPWL: 28510 microns
  • Buffers on Ports: 84

Min path
  • Class of the worst hold path: in -> reg
  • Hold path cells: 2
[cell families after synthesis]
kind of cell | Yosys count
AOI/OAI and AO/OA | 124
adders and majority gates | 461
DFF | 41
and+or+nand+nor | 318
buffers and inverters | 476
other | 1
muxes | 3
xor gates and xnor gates | 44
[cells in the mapped netlist, types with 5 or more instances]
library cell	number	area [sq um]
sky130_fd_sc_hd__a21o_1	10	75.07
sky130_fd_sc_hd__a21oi_1	28	140.1
sky130_fd_sc_hd__a31oi_1	10	62.56
sky130_fd_sc_hd__and2_1	18	112.6
sky130_fd_sc_hd__clkbuf_1	25	93.84
sky130_fd_sc_hd__clkinv_1	8	30.03
sky130_fd_sc_hd__dfxtp_1	41	820.8
sky130_fd_sc_hd__fa_1	344	6887
sky130_fd_sc_hd__ha_1	117	1464
sky130_fd_sc_hd__inv_1	434	1629
sky130_fd_sc_hd__nand2_1	73	274.0
sky130_fd_sc_hd__nand2b_1	15	93.84
sky130_fd_sc_hd__nand3_1	13	65.06
sky130_fd_sc_hd__nand4_1	5	31.28
sky130_fd_sc_hd__nor2_1	115	431.7
sky130_fd_sc_hd__nor2b_1	32	200.2
sky130_fd_sc_hd__nor3_1	8	40.04
sky130_fd_sc_hd__o21ai_0	23	115.1
sky130_fd_sc_hd__o31ai_1	5	37.54
sky130_fd_sc_hd__or2_2	11	68.82
sky130_fd_sc_hd__xnor2_1	28	245.2
sky130_fd_sc_hd__xor2_1	15	131.4
[worst min-delay path by stage]
stage,from,to,slack [ps]
after CTS,hsync_in,hsync_out,3430
after global routing,hsync_in,hsync_out,3440
final,hsync_in,hsync_out,3440
[per-stage QoR]
step	area, sq um	setup slack, ps
2_1_floorplan	13810	4409
3_3_place_gp	15200	2718
3_5_place_dp	15200	2409
4_1_cts	15360	2694
5_1_grt	15360	1906
6_report	15360	2789
[worst max-delay path, delay by kind of cell]
family,cells,cell delay (ps)
adder cells (fa/ha/maj),8,4480
AND/OR/NAND/NOR,8,2690
AND-OR/OR-AND,6,1550
buffers and inverters,5,1320
[layer usage]
metal | global-route usage (%) | up-vias
li1 | - | 4491
met1 | 30.16 | 4761
met2 | 31.99 | 220
met3 | 5.898 | 19
met4 | 2.345 | 0
met5 | 0 | -
[area by class of cell]
class / count / area (sq um) / area share (%)
Sequential cell: 41 / 820.8 / 5.345
Tap cell: 448 / 560.5 / 3.650
Inverter: 443 / 1663 / 10.83
Clock buffer: 5 / 125.1 / 0.8147
Timing Repair Buffer: 101 / 968.4 / 6.306
Clock inverter: 2 / 35.03 / 0.2281
Multi-Input combinational cell: 952 / 11180 / 72.83
[registers in the layout (all words and copies together) (netlist names)]
signal,count
nblank_out,1
hcount_out,12
vcount_out,12
rgb_out,12
hblnk_out,1
vsync_out,1
vblnk_out,1
hsync_out,1
