==> ./design.v <==
`timescale 1ns / 1ps
module classifier_2x2(
    input [14:0] address_0,
    input [14:0] address_1,
    input [14:0] address_2,
    input [14:0] address_3,
    input [14:0] address_4,
    input [14:0] address_5,
    input [14:0] address_6,
    input [14:0] address_7,
    input clk,
    input rst,
    input increment_threshold,
    input decrement_threshold,
    input detect_en,  
    output reg detect_done,  
    input wire signed [20:0] data_in,  
    output reg [14:0] rd_addr,  
    output reg detected_flag  
    );
    localparam
    DATA_POINTS_NO = 8,  
    DELAY = 16,
    IDLE = 3'b001,
    COLLECT_DATA = 3'b010,
    COMPUTE_SCORE = 3'b100,
    THRESHOLD = 500,
    MAX_THRESHOLD = 160 * 120 * 21'h0F,
    MIN_THRESHOLD = - MAX_THRESHOLD,
    II_WIDTH = 160,
    II_HEIGHT = 120;
    reg [7:0] counter, counter_nxt;
    reg detect_done_nxt;
    reg [2:0] state, state_nxt;
    reg [14:0] addresses [DATA_POINTS_NO-1:0];
    reg [14:0] rd_addr_nxt;
    reg signed [20:0] data [DATA_POINTS_NO-1:0];
    reg signed [20:0] data_nxt [DATA_POINTS_NO-1:0];
    reg signed [20:0] score;
    reg signed [20:0] threshold, threshold_nxt;
    reg detected_flag_nxt;
    reg detect_en_z, detect_en_z_nxt;
    integer i;
    always @(posedge clk) begin
        if (rst) begin
            for (i=0; i < DATA_POINTS_NO; i=i+1 )begin
                data[i] <= 0;
            end
            state <= IDLE;
            addresses[0] <= address_0;  
            addresses[1] <= address_1;  
            addresses[2] <= address_2;  
            addresses[3] <= address_3;  
            addresses[4] <= address_4;  
            addresses[5] <= address_5;  
            addresses[6] <= address_6;  
            addresses[7] <= address_7;  
            counter <= 0;
            detect_done <= 0;
            rd_addr <= 0;
            detected_flag <= 0;
            detect_en_z <= 0;
            threshold <= THRESHOLD;
            end
        else begin
            for (i=0; i < DATA_POINTS_NO; i=i+1 )begin
                data[i] <= data_nxt[i];
            end
            state <= state_nxt;
            counter <= counter_nxt;
            detect_done<= detect_done_nxt;
            rd_addr <= rd_addr_nxt;
            detected_flag <= detected_flag_nxt;
            detect_en_z <= detect_en_z_nxt;
            threshold <= threshold_nxt;
        end
    end
    always @* begin
        for (i=0; i < DATA_POINTS_NO; i=i+1 )begin
            data_nxt[i] = data[i];
        end
        score = ( data[0] - data[1] - data[2] + data[3] ) - ( data[4] - data[5] - data[0] + data[1] ) + ( data[6] - data[7] - data[4] + data[5] );
        rd_addr_nxt = rd_addr;
        detected_flag_nxt = detected_flag;
        counter_nxt = counter;
        detect_done_nxt = detect_done;
        detect_en_z_nxt = detect_en;
        threshold_nxt = threshold;
        state_nxt = state;
        case (state)
            IDLE: 
                begin
                    if (increment_threshold) begin
                        threshold_nxt = (threshold + 100 < MAX_THRESHOLD) ? threshold + 100 : threshold;
                    end
                    if (decrement_threshold) begin
                        threshold_nxt = (threshold - 100 > MIN_THRESHOLD) ? threshold - 100 : threshold;
                    end
                    if (detect_en && !detect_en_z) begin
                        state_nxt = COLLECT_DATA;
                    end
                    else begin
                        state_nxt = state;
                        detect_done_nxt = 0;
                    end
                end
            COLLECT_DATA:
                begin
                    rd_addr_nxt = (counter < DATA_POINTS_NO) ? addresses[counter] : 0;
                    for (i=0; i < DATA_POINTS_NO; i=i+1 )begin
                        if (i == counter - 3 ) begin
                            data_nxt[i] = data_in;
                        end
                        else begin
                            data_nxt[i]=data[i];
                        end
                    end
                    if (counter == DATA_POINTS_NO - 1 + 3) begin
                        state_nxt = COMPUTE_SCORE;
                        counter_nxt = 0;
                    end
                    else begin
                        state_nxt = state;
                        counter_nxt = counter + 1;
                    end
                end
            COMPUTE_SCORE:
                begin
                    detected_flag_nxt = score > threshold;
                    detect_done_nxt = 1;
                    state_nxt = IDLE;
                end
    endcase
    end   
endmodule
==> ./run.sh <==
#!/bin/bash
# OpenROAD 26Q1-2900-gdf79404cd8, Yosys 0.63+post, stock flow scripts
make -C /OpenROAD-flow-scripts/flow DESIGN_CONFIG=/design/flow/config.mk WORK_HOME=/design/flow/orfs finish
==> ./config.mk <==
export PLATFORM = sky130hd
export DESIGN_NAME = classifier_2x2
export DESIGN_NICKNAME = classifier_2x2
export VERILOG_FILES = /design/flow/design.v
export SDC_FILE = /design/flow/constraint.sdc
export NUM_CORES = 4
export LEC_CHECK = 1
export CORE_UTILIZATION = 50
==> ./constraint.sdc <==
current_design classifier_2x2

set clk_period 9.5
set clk_io_pct 0.2

create_clock -name clk0 -period $clk_period [get_ports {clk}]

set non_clock_inputs [all_inputs -no_clocks]
set_input_delay [expr $clk_period * $clk_io_pct] -clock clk0 $non_clock_inputs
set_output_delay [expr $clk_period * $clk_io_pct] -clock clk0 [all_outputs]
==> run notes <==
flow finished, numbers: drt pass-1 iters 7, per-cell routed wire length 17.09 um, Seq pwr share 0.478, worst skew pair latency 0.54 ns, post-synth area from yosys stat 18480 sq um, cell family with most CP delay adder cells, Max stage delay on crit path 0.55 ns, Period minus WS final 6.519 ns, synth warn 4, row count 70, Max Cap Viol 0, GRT busiest layer met1, Flops after synth 332, Startpoint Class flop, P_leak 8.687 nW, CP Data Arrival Time 6.99 ns, clock root cell clkbuf_16, CP max stage cell fa_1, FP Core Util 0.5060, Seq share, synth 0.4246, Log Warnings 31, die span in x 194.3 um, status completed, Syn Std Cell Area 18480 sq um, via count 11940, setup ws final 2.981 ns, Total GRT Usage 0.2374, Layout fillers 3013, Synth Flop Type dfxtp_1, Die Y 194.3 um, actual slew at the worst max-slew pin 0.8673 ns, pre-CTS setup slack 3.000 ns, Critical Path Stages 25, top cell type by total area after synthesis dfxtp_1, Pint 0.002515 W, Reg clk slew, reported paths 0.06 ns, Final Hold Viols 0, Sw Pwr 0.0007371 W, largest net degree at the start of global routing 79, crit end category flop, Cells after Synth 1678, Setup TNS 0 ns, Hold Path Depth 2, vias in the first global route 12470, Yosys Instances 1678, final slew viol count 0, Max clock buf depth 3, GRT met3 Usage 0.07067, RSZ-0062 raised after global routing false, endpoints failing setup 0, post-CTS setup buffers 0, first-pass GRT wire length 65560 um, Unique cell types 72, CP Buf/Inv Count 5, Logic pwr share 0.085, fin crit share 0.6862, CORE AREA 36520 sq um, Num Clock Sinks 332, H-tree Lvls 2, post_cts resized 0, worst hold path startpoint rd_addr[0], fmax 153.4 MHz, vias per cell 5.157, Worst R2R Path Depth 25, Critical Path RT 9.97 ns, TritonCTS clock tree yes, worst-case hold slack 0.4910 ns, area grow syn2layout 16.66%, CP max FO 4, Cell area leaders dfxtp_1 23%, edfxtp_1 19%, fa_1 17%, most used cell, CP fa_1, total gr overflow 0, CTS buffer count 38, design area 21560 sq um, worst rel slew slack 0.4218, switching part of the total 0.2266, Critical Setup Path Class flop to flop, hpwl dp 27580 um, GR Layer Usage met1 0.3693, DRC 0, die area 37730 sq um, pwr/cell area 150.9 nW/um^2, Sequential cell area 7848 sq um, RR Startpoint data[3][2], HP Class flop to flop, Worst Setup SP data[3][2], clock power share 0.436, initial antenna violation count 3, GR Layer Usage met2 0.3614, Port Buffers 162, # hold bufs at CTS 0, logic area 9208 sq um, clk_skew 0.01134 ns, GPL Wtd Cong 0.8627, flip-flops with a built-in enable 120, Peak VDD IR 0.0001420 V, Antenna Nets Post-Route 0, Async SR Flop Fraction 0, syn_area_per_cell 11.01 sq um, num ports 163, share of cells above drive strength 1 0.05908, Top-area cell share 0.2297, DP Area 20360 sq um, Detailed Route WL 39570 um, Starting DRT DRC Count 471
==> layout make-up <==
| cell class | instances | area share |
|---|---|---|
| multi-input cells | 1015 | 0.4271 |
| flip-flops and latches | 332 | 0.3640 |
| repair buffers | 181 | 0.08206 |
| clock buffers | 59 | 0.05293 |
| inverters | 252 | 0.04387 |
| well taps | 468 | 0.02716 |
| clock inverters | 6 | 0.002670 |
| diodes | 2 | 0.0002321 |
==> cell families (layout without fill, tap and decap cells) <==
family / Yosys count / in the layout / share of synthesized area
buffers and inverters: 331 / 498 / 0.07766
AOI/OAI and AO/OA: 190 / 190 / 0.07400
and+or+nand+nor: 376 / 376 / 0.09005
adders and majority gates: 219 / 219 / 0.2104
muxes: 187 / 187 / 0.1028
other: 0 / 2 / 0
xor gates and xnor gates: 43 / 43 / 0.02038
DFF: 332 / 332 / 0.4246
==> Yosys cell counts, drive strengths merged (7+ instances only) <==
library cell and instances:
o211ai 10, xor2 12, xnor2 31, or4 7, a21o 14, nand3 22
ha 66, mux2i 164, nor3 9, o21a 8, inv 250, edfxtp 120
nand2 63, a222oi 18, clkbuf 37, nand2b 7, nor2 218, dfxtp 212
fa 153, buf 42, a41oi 11, a21oi 47, mux2 23, a31oi 9
o21ai 26
==> stage by stage <==
stage	total power (W)	std cells	utilization
6_report	0.003252	2315	0.5903
5_1_grt	0.003390	2314	0.5902
4_1_cts	0.003294	2313	0.5902
3_5_place_dp	0.001864	2248	0.5573
3_3_place_gp	0.001861	2248	0.5573
2_1_floorplan	0.001732	1678	-
==> worst paths after layout <==
kind                   end  slack (ns)
max          detected_flag        2.98
min reg2reg     rd_addr[0]        0.49
max reg2reg  detected_flag        2.98
min             rd_addr[0]        0.49
==> power groups by stage <==
stage	clock, W	sequential, W	combinational, W
4_1_cts	0.00146	0.00156	0.000279
5_1_grt	0.00152	0.00156	0.000308
6_report	0.00142	0.00156	0.000277
==> placed cells by master, fill, tap and decap left out, types with 20 or more instances in the layout <==
cell,instances
a21oi_1,46
mux2_2,23
inv_1,249
fa_1,153
ha_1,66
xnor2_1,31
clkbuf_16,39
clkdlybuf4s50_1,161
nand3_1,20
mux2i_1,164
edfxtp_1,120
dfxtp_1,212
o21ai_0,26
nor2_1,218
nand2_1,63
==> layer usage <==
| layer | up-vias | share of wire |
|---|---|---|
| met3 | 55 | 0.066 |
| met5 | - | 0 |
| met1 | 5728 | 0.44 |
| li1 | 5900 | - |
| met2 | 255 | 0.47 |
| met4 | 0 | 0.020 |
==> registers in the layout, summed over array words and instances (netlist names) <==
register	flops
data	164
addresses	120
threshold	19
rd_addr	15
counter	8
state	3
detect_done	1
detect_en_z	1
detected_flag	1
==> tightest hold or removal path: cells and delay by family, from the launching register on <==
family	cells	cell delay [ns]
compound gates	1	0.06
flops	1	0.33
simple gates	1	0.07
Power is estimated from default activity; no workload was simulated.
